--- /design/flow/constraint.sdc ---
current_design Decoder

set clk_period 1.0
set clk_io_pct 0.2

create_clock -name clk0 -period $clk_period

set non_clock_inputs [all_inputs -no_clocks]
set_input_delay [expr $clk_period * $clk_io_pct] -clock clk0 $non_clock_inputs
set_output_delay [expr $clk_period * $clk_io_pct] -clock clk0 [all_outputs]
--- /design/flow/run.sh ---
#!/bin/bash
# OpenROAD 26Q1-2900-gdf79404cd8, Yosys 0.63+post, stock flow scripts
make -C /OpenROAD-flow-scripts/flow DESIGN_CONFIG=/design/flow/config.mk WORK_HOME=/design/flow/orfs finish
--- /design/flow/config.mk ---
export PLATFORM = sky130hd
export DESIGN_NAME = Decoder
export DESIGN_NICKNAME = Decoder
export VERILOG_FILES = /design/flow/design.v
export SDC_FILE = /design/flow/constraint.sdc
export NUM_CORES = 4
export LEC_CHECK = 1
export CORE_AREA = 10 10 70 70
export DIE_AREA = 0 0 80 80
--- /design/flow/design.v ---
module Decoder(
  input [3:0] opcode,
  output wire fetch0,
  output wire fetch1,
  output wire add_and,
  output wire addI,
  output wire andI,
  output wire nr,
  output wire nnd,
  output wire jmp,
  output wire ld,
  output wire st,
  output wire comp,
  output wire je,
  output wire ja,
  output wire jb,
  output wire jae,
  output wire jbe
);
  assign fetch0 = (opcode == 4'b0000);
  assign fetch1 = (opcode == 4'b0001);
  assign add_and = (opcode == 4'b0010);
  assign addI = (opcode == 4'b0011);
  assign andI = (opcode == 4'b0100);
  assign nr = (opcode == 4'b0101);
  assign nnd = (opcode == 4'b0110);
  assign jmp = (opcode == 4'b0111);
  assign ld = (opcode == 4'b1000);
  assign st = (opcode == 4'b1001);
  assign comp = (opcode == 4'b1010);
  assign je = (opcode == 4'b1011);
  assign ja = (opcode == 4'b1100);
  assign jb = (opcode == 4'b1101);
  assign jae = (opcode == 4'b1110);
  assign jbe = (opcode == 4'b1111);
endmodule
==> flow report <==
FINAL TIMING
--------------------------------------------------------------------------------
Slew margin rel.                                                           87.4%
Final setup viols                                                             16
Final critical delay including setup and external delays                 1.13 ns
Final period util                                                           113%
Measured slew at the worst slew-check pin                               0.188 ns
Hold Vio Cnt, Final                                                            0
Setup repair after global routing missed its margin                          yes
Highest achievable clock rate                                            882 MHz
Worst Hold Slack                                                        0.735 ns
Setup TNS                                                               -1.20 ns
Max-slew violation count                                                       0
Final critical-path setup slack                                        -0.134 ns

DIE
--------------------------------------------------------------------------------
Die Size                                                                6400 µm²
Std-Cell Rows                                                                 21
Core area                                                               3420 µm²
FP Util                                                                    8.10%
Number of placed I/O pins                                                     20
Vert. Die Dim                                                              80 µm
Width of the chip                                                          80 µm

DETAILED ROUTING
--------------------------------------------------------------------------------
Via density                                                                 3.19
Via total after detailed routing                                             325
Inserted Diodes                                                                0
Average routed wire per standard cell                                    11.8 µm
Post-route antenna net violation count                                         0
Final routed wirelength across all metal layers                          1.21 mm
Residual DRC                                                                   0
TritonRoute pass-1 iters                                                       2
Drt initial violations                                                        10

POWER
--------------------------------------------------------------------------------
Worst vdd rail ir drop                                                    161 µV
Lkg Pwr                                                                 0.350 nW
Pwr dens                                                              337 nW/µm²

SYNTHESIS
--------------------------------------------------------------------------------
Largest area contributor in the synthesized netlist                      nor4b_4
Number of standard cells after synthesis                                      20
Count of instantiated cells in the yosys netlist                              20
Synthesized chip area reported by yosys                                  277 µm²
Sequential fraction of the synthesis area                                     0%
Number of distinct library cells after synthesis                               7
Synth area leaders                                                  nor4b_4 (34%), and4bb_1 (23%), buf_6 (16%)
Top area contributor share                                                 34.4%
Cell area after synthesis                                                277 µm²
Mean instance size in the synthesized netlist                           13.8 µm²
Yosys warnings                                                                 0

FLOW RUN
--------------------------------------------------------------------------------
Tally of OpenROAD warnings                                                    34
MaxCap Viol Count                                                              0

MIN PATH
--------------------------------------------------------------------------------
Worst Hold End                                                            fetch0
Hold/Removal Path Class                                             input pin to output port
Hold path startpoint                                                   opcode[1]
Hold path cells                                                                4

LAYOUT
--------------------------------------------------------------------------------
Storage cell area                                                          0 µm²
Synthesis-to-finish area growth                                             152%
Clkbuf count                                                                   0
Share of cells above drive strength 1                                      82.1%
Seq cells                                                                      0
Post-Layout Inst Area                                                    698 µm²

WORST SETUP PATH
--------------------------------------------------------------------------------
Critical setup path kind                                            input pin to output port
Category of the worst setup path capture point                       output port
Critical path's largest stage delay                                      0.26 ns
Startpoint type of the worst setup path                                input pin
Max Fanout on Critical Path                                                    3
Required time worst endpoint                                             0.80 ns
Crit-path cells                                                     buf_8, buf_12, buf_6, nor4b_4, buf_2
Worst Path Arrival                                                       0.93 ns
Slowest CP cell                                                          nor4b_4

PLACE
--------------------------------------------------------------------------------
Placed standard-cell area                                                579 µm²
Port-buffer cells                                                             20
Placed wire-length estimate                                               754 µm
Minimum setup slack after placement                                    -0.801 ns
Final GP Congestion                                                        0.670

GLOBAL ROUTING
--------------------------------------------------------------------------------
Number of antenna violations at the first check in global routing              0
Via count of the first global-routing pass                                   335
First-pass GRT wire length                                               1.90 mm
Maximum number of pins on one net before global-route repair                   9
Total gr overflow                                                              0
GRT Overall Usage                                                          3.67%

STATUS
--------------------------------------------------------------------------------
Failing checks                                                      setup timing
Result of the run                                                   finished, violations left

-- cells in the mapped netlist --
master / instances
and4bb_2: 1
buf_6: 4
and4_1: 1
and4bb_1: 5
nor4b_4: 4
and4b_1: 4
nor4_2: 1
-- metal layers --
layer | track usage, % | part of all wire, % | vias to the layer above
met5 | 0 | 0 | -
met4 | 0 | 0 | 0
met3 | 2.16 | 14 | 0
met2 | 4.41 | 34 | 16
met1 | 5.60 | 52 | 145
li1 | - | - | 164
-- cell families (layout without fill, tap and decap cells) --
group	Yosys count	after routing	synth area share [%]
simple gates	16	16	83.7
buf+inv	4	40	16.3
-- worst max path at each step --
stage / from / to / slack (ns) / cells past startpoint
final: opcode[0] / andI / -0.13 / 5
after CTS: opcode[1] / andI / -0.15 / 5
after global routing: opcode[0] / add_and / -0.17 / 5
-- critical path, delay by kind of cell --
kind | cells | cell delay (ns)
buffers and inverters | 4 | 0.47
and+or+nand+nor | 1 | 0.26
-- cell usage in the layout (no fill, tap or decap) --
cell / netlist / layout
and4_1: 1 / 1
and4b_1: 4 / 4
and4bb_1: 5 / 5
and4bb_2: 1 / 1
buf_12: 0 / 3
buf_16: 0 / 2
buf_2: 0 / 15
buf_4: 0 / 5
buf_6: 4 / 9
buf_8: 0 / 5
clkbuf_2: 0 / 1
nor4_2: 1 / 1
nor4b_4: 4 / 4
-- power breakdown --
| part | total, mW | leakage (nW) | switching [mW] | internal (mW) |
|---|---|---|---|---|
| Sequential | 0 | 0 | 0 | 0 |
| Combinational | 0.235 | 0.350 | 0.0789 | 0.156 |
| Clock | 0 | 0 | 0 | 0 |
-- metrics by stage --
step	power, mW	instances	utilization, %
2_1_floorplan	0.0715	20	-
5_1_grt	0.252	102	20.4
3_3_place_gp	0.159	89	17.0
4_1_cts	0.222	98	19.5
6_report	0.235	102	20.4
3_5_place_dp	0.161	89	17.0
-- area by class of cell --
class | count | area [µm²]
well taps | 46 | 57.6
multi-input cells | 16 | 231
fillers | 377 | 2720
repair buffers | 40 | 409
-- what timing repair did --
action / CTS / global route
endpoints found under the setup margin: 16 / 15
hold buffers: 0 / 0
setup buffers: 7 / 4
endpoints found under the hold margin: 0 / 0
resized: 86 / 3
cloned: 2 / 0
pin swaps: 8 / 6
Power and IR drop assume default switching activity.
